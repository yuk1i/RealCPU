==> flow/design.v <==
`timescale 1ns/1ps
module debounce  (
    input sys_clk,
    input rst_n,
    input can_count,
    input btn_input,
    output reg status
);
    parameter COUNT_DOWN = 16'd40000;
    reg [15:0] counter;
    always @(posedge sys_clk) begin
        if (!rst_n) begin
            counter <= 16'b0;
            status <= 0;
        end else begin
            if (!can_count) begin
                counter <= counter;
                status <= status;
            end else begin
                case ({status, btn_input})
                    2'b00   : begin
                        counter <= 16'b0;
                        status <= status;
                    end
                    2'b01   : begin
                        if (counter == COUNT_DOWN) begin
                            status <= 1;
                            counter <= 16'b0;
                        end else 
                            counter <= counter + 1;
                    end
                    2'b10 : begin
                        if (counter == COUNT_DOWN) begin
                            status <= 0;
                            counter <= 16'b0;
                        end else 
                            counter <= counter + 1;
                    end
                    2'b11 : begin
                        counter <= 16'b0;
                        status <= status;
                    end 
                endcase
            end
        end
    end
endmodule
`timescale 1ns / 1ps
module mmio_btn(
    input sys_clk,
    input rst_n,
    input mmio_read,
    input mmio_write,
    input [31:0] mmio_addr,
    input [31:0] mmio_write_data,
    output mmio_work,
    output reg mmio_done,
    output reg [31:0] mmio_read_data,
    input  [4:0]    button_pins,
    output [3:0]    keypad_scan_pins,
    input  [3:0]    keypad_detect_pins
);
    wire [4:0] _addr = mmio_addr[6:2];
    assign mmio_work = mmio_addr[31:16] == 16'HFFFF && mmio_addr[15:7] == 9'b000000100;
    wire [31:0] button_status;
    always @(posedge sys_clk) begin
        if (!rst_n) begin
            mmio_done <= 0;
            mmio_read_data <= 0;
        end else begin
            if (mmio_done) begin
                mmio_done <= 0;
                mmio_read_data <= 0;
            end else if (mmio_write) begin
                mmio_done <= 1;  
                mmio_read_data <= 0;
            end else if(mmio_read) begin
                mmio_done <= 1;
                mmio_read_data <= {31'b0, button_status[_addr]};
            end else begin
                mmio_done <= mmio_done;
                mmio_read_data <= 0;
            end
        end
    end
    debounce d0(
        .sys_clk(sys_clk),
        .rst_n(rst_n),
        .can_count(1),
        .btn_input(button_pins[0]),
        .status(button_status[0])
    );
    debounce d1(
        .sys_clk(sys_clk),
        .rst_n(rst_n),
        .can_count(1),
        .btn_input(button_pins[1]),
        .status(button_status[1])
    );
    debounce d2(
        .sys_clk(sys_clk),
        .rst_n(rst_n),
        .can_count(1),
        .btn_input(button_pins[2]),
        .status(button_status[2])
    );
    debounce d3(
        .sys_clk(sys_clk),
        .rst_n(rst_n),
        .can_count(1),
        .btn_input(button_pins[3]),
        .status(button_status[3])
    );
    debounce d4(
        .sys_clk(sys_clk),
        .rst_n(rst_n),
        .can_count(1),
        .btn_input(button_pins[4]),
        .status(button_status[4])
    );
    wire [15:0] keypad;
    assign button_status[31:16] = keypad;
    assign button_status[15:5]  = 11'b0;
    reg [3:0]   keypad_scan;         
    wire [3:0]  keypad_detect;       
    assign      keypad_scan_pins = ~keypad_scan;
    assign      keypad_detect    = ~keypad_detect_pins;
    always @(posedge sys_clk) begin
        if (!rst_n) begin
            keypad_scan <= 4'b0001;
        end else begin
            keypad_scan <= {keypad_scan[2:0], keypad_scan[3]};
        end
    end
    wire key_scan_row0 = keypad_scan[0];
    debounce key1(
        .sys_clk(sys_clk),
        .rst_n(rst_n),
        .can_count(key_scan_row0),
        .btn_input(keypad_detect[0]),
        .status(keypad[1])
    );
    debounce key2(
        .sys_clk(sys_clk),
        .rst_n(rst_n),
        .can_count(key_scan_row0),
        .btn_input(keypad_detect[1]),
        .status(keypad[2])
    );
    debounce key3(
        .sys_clk(sys_clk),
        .rst_n(rst_n),
        .can_count(key_scan_row0),
        .btn_input(keypad_detect[2]),
        .status(keypad[3])
    );
    debounce keyA(
        .sys_clk(sys_clk),
        .rst_n(rst_n),
        .can_count(key_scan_row0),
        .btn_input(keypad_detect[3]),
        .status(keypad[10])
    );
    wire key_scan_row1 = keypad_scan[1];
    debounce key4(
        .sys_clk(sys_clk),
        .rst_n(rst_n),
        .can_count(key_scan_row1),
        .btn_input(keypad_detect[0]),
        .status(keypad[4])
    );
    debounce key5(
        .sys_clk(sys_clk),
        .rst_n(rst_n),
        .can_count(key_scan_row1),
        .btn_input(keypad_detect[1]),
        .status(keypad[5])
    );
    debounce key6(
        .sys_clk(sys_clk),
        .rst_n(rst_n),
        .can_count(key_scan_row1),
        .btn_input(keypad_detect[2]),
        .status(keypad[6])
    );
    debounce keyB(
        .sys_clk(sys_clk),
        .rst_n(rst_n),
        .can_count(key_scan_row1),
        .btn_input(keypad_detect[3]),
        .status(keypad[11])
    );
    wire key_scan_row2 = keypad_scan[2];
    debounce key7(
        .sys_clk(sys_clk),
        .rst_n(rst_n),
        .can_count(key_scan_row2),
        .btn_input(keypad_detect[0]),
        .status(keypad[7])
    );
    debounce key8(
        .sys_clk(sys_clk),
        .rst_n(rst_n),
        .can_count(key_scan_row2),
        .btn_input(keypad_detect[1]),
        .status(keypad[8])
    );
    debounce key9(
        .sys_clk(sys_clk),
        .rst_n(rst_n),
        .can_count(key_scan_row2),
        .btn_input(keypad_detect[2]),
        .status(keypad[9])
    );
    debounce keyC(
        .sys_clk(sys_clk),
        .rst_n(rst_n),
        .can_count(key_scan_row2),
        .btn_input(keypad_detect[3]),
        .status(keypad[12])
    );
    wire key_scan_row3 = keypad_scan[3];
    debounce keyE(
        .sys_clk(sys_clk),
        .rst_n(rst_n),
        .can_count(key_scan_row3),
        .btn_input(keypad_detect[0]),
        .status(keypad[14])
    );
    debounce key0(
        .sys_clk(sys_clk),
        .rst_n(rst_n),
        .can_count(key_scan_row3),
        .btn_input(keypad_detect[1]),
        .status(keypad[0])
    );
    debounce keyF(
        .sys_clk(sys_clk),
        .rst_n(rst_n),
        .can_count(key_scan_row3),
        .btn_input(keypad_detect[2]),
        .status(keypad[15])
    );
    debounce keyD(
        .sys_clk(sys_clk),
        .rst_n(rst_n),
        .can_count(key_scan_row3),
        .btn_input(keypad_detect[3]),
        .status(keypad[13])
    );
endmodule
==> flow/run.sh <==
#!/bin/bash
# OpenROAD 26Q1-2900-gdf79404cd8, Yosys 0.63+post, stock flow scripts
make -C /OpenROAD-flow-scripts/flow DESIGN_CONFIG=/design/flow/config.mk WORK_HOME=/design/flow/orfs finish
==> flow/config.mk <==
export PLATFORM = sky130hd
export DESIGN_NAME = mmio_btn
export DESIGN_NICKNAME = mmio_btn
export VERILOG_FILES = /design/flow/design.v
export SDC_FILE = /design/flow/constraint.sdc
export NUM_CORES = 4
export LEC_CHECK = 1
export CORE_UTILIZATION = 30
==> flow/constraint.sdc <==
current_design mmio_btn

set clk_period 11.6
set clk_io_pct 0.2

create_clock -name clk0 -period $clk_period [get_ports {sys_clk}]

set non_clock_inputs [all_inputs -no_clocks]
set_input_delay [expr $clk_period * $clk_io_pct] -clock clk0 $non_clock_inputs
set_output_delay [expr $clk_period * $clk_io_pct] -clock clk0 [all_outputs]
==> GITHUB_STEP_SUMMARY <==
### Metrics collected by this job

| Metric | Value |
|---|---|
| Layout cells sized above 1 | `0.0414` |
| Slew @ Worst Pin | `849 ps` |
| Fmax | `159 MHz` |
| Max-slew violation count | `0` |
| OpenROAD warning count | `111` |
| Post-synth ARST share | `0` |
| Setup TNS | `0 ps` |
| Seq share, synth | `0.380` |
| Leak | `7.36 nW` |
| Status | `complete, no violations` |
| Placed cell area | `20300 sq um` |
| Post-CTS Hold Fix Bufs | `0` |
| Hold Crit Class | `register to register` |
| Port bufs | `49` |
| Cell Type Count | `65` |
| Synth top area cells | `dfxtp_1 38%, ha_1 6.2%, nand2_1 4.6%` |
| Std-Cell Core Area | `63000 sq um` |
| Yosys Warn Count | `7` |
| Synthesized area | `19100 sq um` |
| Detailed Route WL | `41.8 mm` |
| Clock tree sinks | `363` |
| Via density | `4.98` |
| VDD IR max | `80.0 uV` |
| GRT Overall Usage | `0.133` |
| CP startpoint kind | `input pin` |
| Worst Path Max Fanout | `1` |
| Yosys stat chip area | `roughly 19000 sq um` |
| Num CTS Buffers | `roughly 41` |
| GPL Wtd Cong | `between 0.8 and 0.9` |
| Postcts setup bufs | `0` |
| Tcrit/Tclk final | `0.541` |
| Setup CP Type | `input pin to primary output` |
| Slew headroom | `0.433` |
| Synth area leader | `dfxtp_1` |
| Total number of vias | `16200` |
| RSZ-0062 raised after global routing | `false` |
| CP required | `9280 ps` |
| Fillers | `6426` |
| Post-synthesis register bit count | `363` |
| Max-Cap Viols | `0` |
| P&R area growth vs syn | `13.4%` |
| # rows | `92` |
| DIE WIDTH | `254 microns` |
| Initial DRC Count | `839` |
| # Cells Yosys | `approximately 2400` |
| Antenna diodes | `0` |
| Post-route cell area | `around 22000 sq um` |
| H-tree level count | `2` |
| Clock root cell | `clkbuf_16` |
| CP Data Arrival Time | `3950 ps` |
| Clk_skew | `18.4 ps` |
| Syn_area_per_cell | `8.07 sq um` |
| Die ar. | `64700 sq um` |
| Max Root-Sink Buffers | `3` |
| Syn Inst Count | `2366` |
| Vias in the first global route | `14700` |
| Total grt overflow | `0` |
| WL per Instance | `12.8 microns` |
| DRT antenna net count | `0` |
| Dominant register cell | `dfxtp_1` |
| Power per cell area | `127 nW/um^2` |
| Detailed Routing Iterations Pass 1 | `6` |
| Resize count post-CTS | `0` |
| Largest net degree at the start of global routing | `between 50 and 60` |
| Hold Vio Cnt, Final | `0` |
| CTS clk-pin slew, worst paths | `50 ps` |
| Dpl hpwl | `27.6 mm` |
| Floorplan Utilization | `0.303` |
| First-pass GRT wire length | `71.6 mm` |
| EDFF count, synth | `0` |
| I/O pin total | `115` |
| Clock latency on the worst-skew pair | `560 ps` |
| Minimum clock period | `~6300 ps` |
| TritonCTS clock tree | `built` |
| Initial antenna violation count | `1` |
| Dominant cell area share | `0.380` |
| Die span in y | `254 microns` |
| Final setup violation count | `0` |
| Residual DRC | `0` |
| Crit end category | `primary output` |
path summary, 6_finish.rpt:
| kind | startpoint | end | slack (ps) | cells after the start |
|---|---|---|---|---|
| max | mmio_addr[20] | mmio_work | 5330 | 6 |
| min | mmio_done | mmio_done | 440 | 1 |
| max reg2reg | keypad_scan[0] | key3.counter[9] | 8970 | 6 |
| min reg2reg | mmio_done | mmio_done | 440 | 1 |
synthesized netlist by cell type, drive strengths merged (4+ instances only):
master  instances
dfxtp         363
nand2         232
nor2          212
o21ai         166
nand3         154
a21oi         135
inv           123
a31oi         105
ha             94
clkbuf         76
and3           74
nand4          73
xnor2          63
xor2           57
nand2b         45
buf            41
nor3           39
nor4           38
nor4b          28
a211o          21
or3            19
a41oi          18
and4           17
nor4bb         17
a32oi          13
mux2i          12
o21a           12
o31ai          12
a21o           10
a22o           10
and2            9
nand3b          7
nor2b           7
o211ai          7
nor3b           5
mux4            4
nand4b          4
or2             4
through the flow:
step / std cells / hold WS (ps) / setup WS [ps] / utilization / power, mW
floorplan: 2396 / 401 / 6440 / - / 1.42
global placement: 3187 / 440 / 5270 / 0.323 / 1.47
detailed placement: 3187 / 442 / 5300 / 0.323 / 1.47
CTS: 3260 / 450 / 5290 / 0.344 / 2.80
global route: 3260 / 478 / 5090 / 0.344 / 2.87
finish: 3260 / 445 / 5330 / 0.344 / 2.75
report_power, final:
group,internal [mW],switching [mW],total (mW)
logic,0.0619,0.0977,0.160
clock network,0.785,0.524,1.31
registers,1.26,0.0200,1.28
cell type report:
cell class	instances	area [sq um]	area share
Tap cell	846	1060	0.0489
Multi-Input combinational cell	1792	10900	0.505
Clock buffer	62	1250	0.0576
Clock inverter	11	109	0.00502
Timing Repair Buffer	62	583	0.0269
Inverter	124	465	0.0215
Sequential cell	363	7270	0.335
worst max-delay path, stage by stage:
cell	delay, ps
clkdlybuf4s50_1	460
nand4_1	90
nor4_1	280
nand4_1	130
nor3_1	190
clkdlybuf4s50_1	490
cell families (layout without fill, tap and decap cells):
kind of cell | count (synthesis) | in the layout | synth area share
other | 1 | 31 | 0.000196
buffers and inverters | 241 | 259 | 0.0539
AND-OR/OR-AND | 534 | 534 | 0.169
adder cells (fa/ha/maj) | 94 | 94 | 0.0616
flip-flops | 363 | 363 | 0.380
AND/OR/NAND/NOR | 995 | 995 | 0.267
XOR/XNOR | 120 | 120 | 0.0550
multiplexers | 18 | 18 | 0.0122
layer usage:
metal	track usage	up-vias	share of wire
met3	0.0253	56	0.049
met1	0.198	7452	0.50
met5	0	-	0.00024
met2	0.203	226	0.43
li1	-	8500	-
met4	0.0244	2	0.019
placed cells by master, fill, tap and decap left out, types with 21 or more instances in the layout:
| cell | count |
|---|---|
| a211o_1 | 21 |
| nor4_1 | 38 |
| nand2_1 | 232 |
| nand3_1 | 154 |
| nand2b_1 | 45 |
| nor4b_1 | 28 |
| xor2_1 | 57 |
| inv_1 | 121 |
| nor3_1 | 39 |
| o21ai_0 | 166 |
| a31oi_1 | 105 |
| nand4_1 | 73 |
| xnor2_1 | 63 |
| clkdlybuf4s50_1 | 48 |
| dfxtp_1 | 363 |
| and3_1 | 74 |
| a21oi_1 | 135 |
| conb_1 | 31 |
| clkbuf_16 | 43 |
| nor2_1 | 208 |
| ha_1 | 94 |
Power and IR drop assume default switching activity.
