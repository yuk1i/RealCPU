==> design/flow/run.sh <==
#!/bin/bash
# OpenROAD 26Q1-2900-gdf79404cd8, Yosys 0.63+post, stock flow scripts
make -C /OpenROAD-flow-scripts/flow DESIGN_CONFIG=/design/flow/config.mk WORK_HOME=/design/flow/orfs finish
==> design/flow/config.mk <==
export PLATFORM = sky130hd
export DESIGN_NAME = mmio_seg7
export DESIGN_NICKNAME = mmio_seg7
export VERILOG_FILES = /design/flow/design.v
export SDC_FILE = /design/flow/constraint.sdc
export NUM_CORES = 4
export LEC_CHECK = 1
export CORE_UTILIZATION = 50
==> design/flow/constraint.sdc <==
current_design mmio_seg7

set clk_period 4.6
set clk_io_pct 0.2

create_clock -name clk0 -period $clk_period [get_ports {sys_clk}]

set non_clock_inputs [all_inputs -no_clocks]
set_input_delay [expr $clk_period * $clk_io_pct] -clock clk0 $non_clock_inputs
set_output_delay [expr $clk_period * $clk_io_pct] -clock clk0 [all_outputs]
==> design/flow/design.v <==
`timescale 1ns / 1ps
module mmio_seg7(
    input sys_clk,
    input rst_n,
    input mmio_read,
    input mmio_write,
    input [31:0] mmio_addr,
    input [31:0] mmio_write_data,
    output mmio_work,
    output reg mmio_done,
    output reg [31:0] mmio_read_data,
    output [7:0] seg7_bits_pin, 
    output [7:0] seg7_led_pin,
    input bank_sys_clk
);
    wire [2:0] _addr = mmio_addr[4:2];
    assign mmio_work = mmio_addr[31:16] == 16'HFFFF && mmio_addr[15:5] == 11'b00000001_000 && (mmio_read || mmio_write);
    reg [7:0] seg7_regs [0:7];
    integer i;
    always @(posedge sys_clk) begin
        if (!rst_n) begin
            for (i=0;i<8;i=i+1) begin
                seg7_regs[i] <= 0;
            end
        end else begin
            for (i=0;i<8;i=i+1)
                seg7_regs[i] <= seg7_regs[i];
            if (mmio_work && mmio_write && !mmio_done)
                seg7_regs[_addr] <= mmio_write_data[7:0];
        end
    end
    always @(posedge sys_clk) begin
        if (!rst_n) begin
            mmio_done <= 0;
            mmio_read_data <= 0;
        end else begin
            if (mmio_done) begin
                mmio_done <= 0;
                mmio_read_data <= 0;
            end else if (mmio_work) begin
                mmio_done <= 1;
                mmio_read_data <= {31'b0, seg7_regs[_addr]};
            end else begin
                mmio_done <= mmio_done;
                mmio_read_data <= 0;
            end
        end
    end
    seg7 seg7_ins(
        .clk(sys_clk),
        .rst_n(rst_n),
        .numbers({seg7_regs[7],seg7_regs[6],seg7_regs[5],seg7_regs[4],seg7_regs[3],seg7_regs[2],seg7_regs[1],seg7_regs[0]}),
        .LED_BITS(seg7_bits_pin),
        .LED(seg7_led_pin)
    );
endmodule
`timescale 1ns / 1ps
module seg7 (
    input clk,
    input rst_n,
    input[63:0] numbers,
    output reg[7:0] LED_BITS,
    output reg[7:0] LED
);
    reg [2:0] LED_activating_counter;
    reg [13:0] cnt;
    always @(posedge clk) begin
        if (!rst_n) begin
            cnt <= 0;
        end else begin
            cnt <= cnt + 1;
        end
    end
    wire div_clk = cnt[13] == 1;
    reg  div_clk_d0;
    always @(posedge clk) div_clk_d0 <= div_clk;
    wire div_clk_posedge = div_clk && !div_clk_d0;
    always @(posedge clk) begin
        if(!rst_n) begin
            LED_activating_counter <= 0;
            LED_BITS <= 8'b0000_0001;
            LED <= 0;
        end else begin
            if (div_clk_posedge) begin
                LED_activating_counter = LED_activating_counter + 1;
                LED_BITS <= ~(1 << LED_activating_counter);
                LED <= ~numbers[LED_activating_counter*8+:8];        
            end else begin
                LED_activating_counter <= LED_activating_counter;
                LED_BITS <= LED_BITS;
                LED <= LED;
            end
        end
    end
endmodule
==> metrics.yaml <==
vias_per_cell: 5.60
path_delay_family: "simple AND/OR/NAND/NOR gates"
cp_slowest_cell: "and4_1"
cts.root.buffer_cell: "clkbuf_8"
hpwl_um: 8940
final_cell_area_um2: 6270
outcome: "complete, no violations"
power-per-cell-area_nw_per_um2: 285
flop_cell: "edfxtp_1"
hold_path_class: "flip-flop to flip-flop"
drt-total-wl_um: 12800
relSlewSlack_pct: 51.1
chipArea_um2: 11000
drive_gt1_share_pct: 12.0
crit_top_cell: "clkdlybuf4s50_1"
cts_buffers: 9
syn2layout_area_growth_pct: 18.4
warnings: 57
rsz0062_at_grt: "false"
core_area_um2: 10300
largest_area_cell: "edfxtp_1"
crit_chain: "clkdlybuf4s50_1, nor4b_1, and4_1, and2_1, clkdlybuf4s50_1"
grt_usage_pct: 25.9
yosys_cells: 472
yosysChipArea_um2: 5290
cts_tree: "done"
top_cells_by_count: "nor2_1, edfxtp_1, dfxtp_1"
cts_max_level: 3
finalMaxSlewViolations: 0
gp_congestion: 0.939
n_antenna_cell: 0
n_fill_cell: 836
vias: 3842
die_w_um: 105
logic_area_um2: 2250
drt-initial-drc-count: 162
cp_num_buf_inv: 2
cts_sinks: 107
die_y_um: 105
crit_required_ns: 3.68
ios: 119
grt_max_degree: 37
place_area_um2: 6070
finalCriticalPeriod_ns: 3.71
max_stage_delay_ns: 0.53
yosys_warnings: 2
async_flop_share_pct: 0
cts_resized: 0
cts_hold_buf: 0
wl_per_cell_um: 18.6
antenna_found_initial: 0
finalClockPeriodUsage_pct: 80.7
worstMarginPinSlew_ns: 0.731
num_rows: 37
grt_pass1_vias: 3814
netlist-cell-type-count: 50
syn_area_um2: 5290
max_freq_mhz: 269
clk_pin_slew_ns: 0.09
cp.arrival_ns: 2.79
grt_overflow: 0
ys_seq_share_pct: 52.6
end_kind: "output port"
clk_path_buf_depth: 2
postSynthCellCount: 472
initCoreUtil_pct: 51.5
post-route-util_pct: 61.0
ir_drop_mv: 0.206
edf_count: 64
port_buffers: 67
topCellsByArea: "edfxtp_1, dfxtp_1, nor2_1"
hold_viol: 0
crit_type: "input port to output port"
worstPathMaxFanout: 10
synth.most_common_cell: "nor2_1"
synth_flops: 107
worstSkewPairLatency_ns: 0.38
maxCapViolCount: 0
route.antenna.remaining_nets: 0
syn_area_per_cell_um2: 11.2
setup_viol: 0
grt_pass1_wl_um: 20000
regArea_um2: 2780
post_cts_buffers: 0
leakage_nw: 2.21
first_pass_iters: 5
drc: 0
cp-start-kind: "input port"
clock_skew_ns: 0.00643
yosysTopAreaCellShare_pct: 36.3
fin_tns_setup_ns: 0
==> layout make-up <==
class                      instances  area share [%]
timing repair buffer              89            13.3
tap                              136            2.72
clock buffer                      12            2.84
multi-input combinational        330            35.9
inverter                           8           0.479
sequential                       107            44.4
clock inverter                     4           0.319
==> metrics by stage <==
step / std cells / setup slack [ns] / power (mW) / hold slack, ns
floorplan: 495 / 1.76 / 1.17 / 0.354
global placement: 670 / 0.878 / 1.23 / 0.363
detailed placement: 670 / 0.871 / 1.24 / 0.376
CTS: 686 / 0.857 / 1.80 / 0.390
global route: 686 / 0.753 / 1.85 / 0.406
finish: 686 / 0.886 / 1.79 / 0.383
==> cell families after synthesis <==
kind of cell	count (synthesis)	synth area share [%]
AND/OR/NAND/NOR	167	15.8
flip-flops	107	52.6
AND-OR/OR-AND	77	9.30
buffers and inverters	58	6.67
multiplexers	42	11.5
XOR/XNOR	14	2.67
adder cells (fa/ha/maj)	6	1.42
other	1	0.0709
==> report_power, final <==
| part | internal, mW | switching [mW] |
|---|---|---|
| Sequential | 1.04 | 0.0178 |
| Combinational | 0.0789 | 0.0757 |
| Clock | 0.260 | 0.313 |
==> cell usage in the layout, fill, tap and decap left out, types with 9 or more instances in the layout <==
cell             count
nor2_1              89
clkdlybuf4s50_1     67
edfxtp_1            64
dfxtp_1             43
o21ai_0             26
conb_1              24
mux2i_1             23
buf_4               22
a31oi_1             18
nand2_1             17
a22oi_1             14
inv_1                9
clkbuf_8             9
==> state kept, by name (all words and copies together) (netlist names) <==
name,flops
mmio_done,1
seg7_ins.LED_BITS,8
seg7_regs,64
seg7_ins.cnt,14
mmio_read_data,8
seg7_ins.div_clk_d0,1
seg7_ins.LED_activating_counter,3
seg7_ins.LED,8
==> per-layer routing <==
metal  wire (um)  global-route usage, %  vias up
met4         279                   5.13        0
met1        4900                   33.5     1801
met3        1500                   13.6       18
met2        6080                   40.5      197
li1            -                      -     1826
met5           0                   2.86        -
==> path summary, 6_finish.rpt <==
kind,end,cells past startpoint,slack [ns],startpoint
max,mmio_work,5,0.89,mmio_addr[6]
min,seg7_ins.div_clk_d0,0,0.38,seg7_ins.cnt[13]
max reg2reg,seg7_ins.LED[6],6,1.79,seg7_ins.LED_activating_counter[0]
min reg2reg,seg7_ins.div_clk_d0,0,0.38,seg7_ins.cnt[13]
Power is estimated from default activity; no workload was simulated.
