==> flow/design.v <==
`timescale 1ns / 1ps
module idecoder(
    input sys_clk,
    input rst_n,
    input [31:0] ins_i,
    input is_stalling,
    input reg_write_i,
    input [4:0] reg_write_id_i,
    input [31:0] reg_write_data_i,
    output [31:0] ext_immd,
    output is_link,
    output is_jump,         
    output is_branch,       
    output is_sync_ins,
    output [31:0] reg_read1,
    output [31:0] reg_read2,
    output mem_to_reg,   
    output mem_write,    
    output alu_src,      
    output reg_write,    
    output [4:0] reg_dst_id,
    output insert_bubble,
    input id_ex_mem_read,
    input [4:0] id_ex_reg_dst_id
);
    wire [5:0] opcode = ins_i[31:26];        
    wire [4:0] shift_amt = ins_i[10:6];      
    wire [5:0] func = ins_i[5:0];            
    wire R_op = opcode == 6'b0;
    wire J_op = opcode == 6'h2 || opcode == 6'h3;
    wire I_op = !(R_op || J_op);
    wire [4:0] _real_rt_id = ins_i[20:16];
    assign is_jump = opcode[5:1] == 5'b00001 || (R_op && func[5:1]==5'b00100);
    wire is_regimm_op = opcode == 6'b000001;
    wire special_link = is_regimm_op && (_real_rt_id[4:1] == 4'b1000);                       
    wire special_branch = is_regimm_op && (_real_rt_id == 5'b10001 || _real_rt_id == 5'b00001);    
    assign is_link = opcode == 6'h3 || (R_op && func==6'b001001) || special_link;        
    assign is_branch = opcode[5:2] == 4'b0001 || special_branch;
    wire [4:0] rs_id = ins_i[25:21];         
    wire [4:0] rt_id = (opcode == 6'h3 || special_link) ? 5'b11111 : _real_rt_id;  
    wire [4:0] rd_id = ins_i[15:11];         
    assign is_sync_ins = R_op && func == 6'b001111;
    wire is_special3_bshfl = opcode == 6'b011111 && func == 6'b100000;
    wire reg_dst = R_op || is_special3_bshfl;
    assign reg_dst_id = reg_dst ? rd_id : rt_id;
    assign alu_src = I_op & opcode[5:2] != 4'b0001;
    wire zero_ext = opcode[5:2]==4'b0011;
    assign ext_immd = zero_ext ? {16'b0, ins_i[15:0]} : {{16{ins_i[15]}}, ins_i[15:0]};
    assign mem_to_reg = opcode[5:3]==3'b100;  
    assign mem_write = opcode[5:2]==4'b1010 || opcode==6'b101110 || opcode[5:3]==3'b111;
    reg _reg_write_r;
    reg _reg_write_i;
    always @* begin
        casez(func)
            6'b000zzz : _reg_write_r = 1;    
            6'b0010zz : _reg_write_r = 1;    
            6'b0110zz : _reg_write_r = 1;    
            6'b10zzzz : _reg_write_r = 1;    
            6'b1101z1 : _reg_write_r = 1;    
            default   : _reg_write_r = 0;
        endcase
        casez(opcode)
            6'b000011 : _reg_write_i = 1;    
            6'b001zzz : _reg_write_i = 1;    
            6'b100zzz : _reg_write_i = 1;    
            6'b011111 : _reg_write_i = 1;    
            default   : _reg_write_i = 0;
        endcase
    end
    assign reg_write = (R_op && _reg_write_r) || _reg_write_i || special_link;
    reg [31:0] register [0:31];
    wire fwd_rs      = reg_write_i && reg_write_id_i != 5'b0 && reg_write_id_i == rs_id; 
    wire fwd_rt      = reg_write_i && reg_write_id_i != 5'b0 && reg_write_id_i == rt_id; 
    assign reg_read1 = fwd_rs ? reg_write_data_i : register[rs_id];
    assign reg_read2 = fwd_rt ? reg_write_data_i : register[rt_id];
    integer i;
    always @(posedge sys_clk) begin
        if (!rst_n) begin
            for (i = 0; i<32; i=i+1) begin
                register[i] <= 32'h0;
            end 
        end else begin
            register[0] <= 32'b0;
            for (i = 1; i<32; i=i+1) begin
                if (reg_write_i && i==reg_write_id_i && !is_stalling)
                    register[i] <= reg_write_data_i;
                else
                    register[i] <= register[i];
            end
        end
    end
    assign insert_bubble = id_ex_mem_read && id_ex_reg_dst_id != 5'b0 
            && (id_ex_reg_dst_id == rs_id || id_ex_reg_dst_id == rt_id)
            && !(mem_write && rt_id == id_ex_reg_dst_id);
endmodule
==> flow/run.sh <==
#!/bin/bash
# OpenROAD 26Q1-2900-gdf79404cd8, Yosys 0.63+post, stock flow scripts
make -C /OpenROAD-flow-scripts/flow DESIGN_CONFIG=/design/flow/config.mk WORK_HOME=/design/flow/orfs finish
==> flow/config.mk <==
export PLATFORM = sky130hd
export DESIGN_NAME = idecoder
export DESIGN_NICKNAME = idecoder
export VERILOG_FILES = /design/flow/design.v
export SDC_FILE = /design/flow/constraint.sdc
export NUM_CORES = 4
export LEC_CHECK = 1
export CORE_UTILIZATION = 30
==> flow/constraint.sdc <==
current_design idecoder

set clk_period 20.4
set clk_io_pct 0.2

create_clock -name clk0 -period $clk_period [get_ports {sys_clk}]

set non_clock_inputs [all_inputs -no_clocks]
set_input_delay [expr $clk_period * $clk_io_pct] -clock clk0 $non_clock_inputs
set_output_delay [expr $clk_period * $clk_io_pct] -clock clk0 [all_outputs]
==> run_results.csv <==
group,metric,value,unit
final_timing,hold_viol,0,
synthesis,yosys_cells,6570,
run_status,violations,"capacitance limit, slew limit",
grt,grt_first_pass_wirelength,477,mm
job,log.warning_count,30,
clock_network,clock_latency,0.78,ns
layout,syn2layout_area_growth,16.9,%
setup_path,cp.arrival,9.57,ns
clock_network,clk_path_buf_depth,3,
layout,largest_register,"register",
synthesis,yosys_warnings,2,
clock_network,cts_setup_buffers,0,
final_timing,finalSetupTns,0,ns
grt,grt_pass1_vias,53900,
clock_network,cts_root_buffer,"clkbuf_16",
floorplan,fp-row-count,150,
final_timing,fin_crit,13.65,ns
route,dr_total_vias,59500,
clock_network,clkSlewWorstSetupHoldPaths,0.06,ns
setup_path,slowest_stage,"nor3_4",
setup_path,crit_chain,"buf_4, buf_4, buf_4, nand2_1, nor3_4, buf_4, a222oi_1, and3_1, nand4_1, o31a_1, clkdlybuf4s50_1",
synthesis,yosysUniqueCellTypes,72,
route,antenna_left,0,
synthesis,async_flop_share,0,
placement,dpl.hpwl,218,mm
setup_path,cp_num_buf_inv,5,
floorplan,dieHeight,413,um
clock_network,cts_sinks,992,
synthesis,synthCells,6570,
floorplan,io_pins,189,
route,drtIter0Drc,9190,
floorplan,die_area,171000,um^2
synthesis,ys_area,50700,um^2
route,vias_per_cell,6.77,
layout,layout-drive-gt1-share,0.103,
grt,antenna_found_initial,40,
grt,overflow,0,
grt,grt_max_degree,119,
power_and_ir_drop,vdd_drop_max,0.0000722,V
setup_path,crit_type,"in -> out",
synthesis,seq_area_frac_synth,0.391,
synthesis,edf_count,0,
synthesis,synth-main-ff-cell,"dfxtp_1",
final_timing,setup_violations,0,
setup_path,worst-path-max-fanout,27,
placement,routabilityCongestion,1.12,
final_timing,min_period_over_period,0.669,
setup_path,end_kind,"output pin",
floorplan,core,168000,um^2
clock_network,numCtsBuffers,111,
power_and_ir_drop,power.density,76.3,nW/um^2
hold_path,hp-class,"reg -> reg",
route,drt-pass1-iter-count,12,
final_timing,worst_slew_pin_slew,1.51,ns
final_timing,setup_slack,6.75,ns
setup_path,critical-path-top-delay-family,"buffers and inverters",
final_timing,relSlewSlack,-0.00429,
synthesis,synth.avg_cell_area,7.72,um^2
job,cap_violations,1,
route,drc_errors,0,
setup_path,critPathLaunchType,"primary input",
final_timing,drv_slew,5,
final_timing,rsz0062_at_grt,"no",
layout,largest_reg_flops,992,
setup_path,crit_required,16.32,ns
floorplan,die_x,413,um
synthesis,ys_top_cells_by_area,"dfxtp_1, nand2_1, a21boi_0",
grt,track_usage,0.423,
run_status,outcome,"complete, but fails checks",
layout,largestRegisters,"register (992)",
route,wl_per_cell,41.1,um
clock_network,htreeDepth,3,
clock_network,hold_buffers,0,
final_timing,clock-skew-final,0,ns
final_timing,timing.fmax,73.2,MHz
route,wl,361,mm
power_and_ir_drop,p_leak,18.5,nW
synthesis,synth.largest_area_cell,"dfxtp_1",
synthesis,ys.flops,992,
placement,pre_cts_ws,7.41,ns
placement,io_buffer_count,178,
clock_network,ctsResizeCount,0,
setup_path,cpPeakStageDelay,1.10,ns
synthesis,top_area_frac,0.391,
synthesis,syn-cell-area,50700,um^2
setup_path,cpMostUsedCell,"buf_4",
floorplan,fp_util,0.303,
clock_network,cts_tree,"built",
==> per-layer routing <==
layer,GRT usage,vias to the layer above,routed length [um]
met2,0.543,5928,135000
met3,0.261,2140,63100
met1,0.504,28400,125000
met5,0.0170,-,829
li1,-,23100,-
met4,0.322,66,37400
==> layout by cell type (no fill, tap or decap), types with 17 or more instances in the layout <==
| master | instances |
|---|---|
| a21boi_0 | 992 |
| a21oi_1 | 46 |
| a221oi_1 | 130 |
| a222oi_1 | 55 |
| a22o_1 | 126 |
| a22oi_1 | 537 |
| a31oi_1 | 18 |
| a32oi_1 | 17 |
| and3_1 | 22 |
| buf_4 | 309 |
| clkbuf_16 | 114 |
| clkbuf_8 | 22 |
| clkdlybuf4s50_1 | 172 |
| clkinv_2 | 24 |
| dfxtp_1 | 992 |
| diode_2 | 39 |
| mux2_2 | 21 |
| mux2i_1 | 49 |
| nand2_1 | 2119 |
| nand2_2 | 32 |
| nand3_1 | 107 |
| nand4_1 | 79 |
| nor2_1 | 58 |
| nor2_4 | 44 |
| nor3_1 | 29 |
| nor3_2 | 18 |
| nor4_1 | 40 |
| o21ai_0 | 56 |
| o22ai_1 | 31 |
==> synthesized netlist by cell type (16+ instances only) <==
library cell	n
a22o_1	126
clkbuf_1	590
a222oi_1	55
nor3_1	46
buf_1	19
and2_1	16
a21oi_1	46
buf_2	42
a32oi_1	17
nand2_1	2151
nor3b_1	17
nand4_1	79
a221oi_1	130
nor4_1	41
clkbuf_2	25
buf_4	33
mux2i_1	49
dfxtp_1	992
a22oi_1	537
and3_1	26
nor2_1	108
mux2_2	21
a21boi_0	992
o21ai_0	56
a31oi_1	18
o22ai_1	31
nand3_1	107
==> area by class of cell <==
cell class / instances / area, um^2
antenna: 39 / 97.6
clock buffer: 151 / 3210
clock inverter: 56 / 724
fill: 17000 / 108000
inverter: 3 / 11.3
multi-input combinational: 4862 / 28600
sequential: 992 / 19900
tap: 2204 / 2760
timing repair buffer: 485 / 4070
==> tightest hold or removal path, stage by stage, from the launching register on <==
cell,delay [ns]
dfxtp_1,0.32
nand2_1,0.05
a21boi_0,0.06
==> through the flow <==
step / util / cell area, um^2 / hold slack, ns / power, mW / std cells
finish: 0.354 / 59300 / 0.481 / 4.53 / 8792
global route: 0.354 / 59300 / 0.497 / 4.57 / 8757
CTS: 0.353 / 59200 / 0.479 / 4.48 / 8753
detailed placement: 0.330 / 55300 / 0.470 / 2.31 / 8546
global placement: 0.330 / 55300 / 0.464 / 2.31 / 8546
floorplan: - / 50700 / 0.451 / 2.14 / 6570
==> logic make-up (layout without fill, tap and decap cells) <==
kind of cell,after synthesis,after routing,synth area share
AND-OR/OR-AND,2111,2111,0.318
XOR/XNOR,15,15,0.00259
buffers and inverters,716,695,0.0578
flip-flops,992,992,0.391
multiplexers,70,70,0.0143
other,0,39,0
AND/OR/NAND/NOR,2666,2666,0.216
==> path summary, 6_finish.rpt <==
check	slack (ns)	endpoint	startpoint	cells after the start
hold reg to reg	0.48	register[27][3]$_SDFFE_PN0P_	register[27][3]$_SDFFE_PN0P_	2
setup / recovery	6.75	reg_read2[4]	ins_i[16]	11
hold / removal	0.48	register[27][3]$_SDFFE_PN0P_	register[27][3]$_SDFFE_PN0P_	2
setup reg to reg	19.55	register[7][7]$_SDFFE_PN0P_	register[7][7]$_SDFFE_PN0P_	2
==> report_power, final <==
part | switching [mW] | leakage, nW | total (mW) | internal (mW)
Sequential | 0.00923 | 7.99 | 1.95 | 1.94
Combinational | 0.261 | 8.62 | 0.349 | 0.0875
Clock | 0.945 | 1.92 | 2.22 | 1.28
Power figures rest on the tool's default switching activity, not on a simulated workload.
